==> flow/design.v <==
`timescale 1ns/10ps
module Cubic_engine (
    input clk,
    input rst,
    input  [23:0] X_in,   
    input   [7:0] P_in,   
    input   [2:0] cycle_cnt,
    output reg [7:0] out
);
reg signed [3:0] C_col0_ROM [0:3];  
reg signed [3:0] C_col1_ROM [0:3];  
reg signed [3:0] C_col2_ROM [0:3];  
reg signed [3:0] C_col3_ROM [0:3];  
reg       [7:0] X   [0:3], X_next  [0:3];  
reg       [7:0] P   [0:3], P_next  [0:3];  
reg signed [12:0] XC [0:3], XC_next [0:3];  
reg       [7:0] XCP, XCP_next;  
wire signed [11:0] XC0_prod0 = ($signed({1'b0, X[0]}) * C_col0_ROM[0]);
wire signed [11:0] XC0_prod1 = ($signed({1'b0, X[1]}) * C_col0_ROM[1]);
wire signed [11:0] XC0_prod2 = ($signed({1'b0, X[2]}) * C_col0_ROM[2]);
wire signed [11:0] XC0_prod3 = ($signed({1'b0, X[3]}) * C_col0_ROM[3]);
wire signed [11:0] XC1_prod0 = ($signed({1'b0, X[0]}) * C_col1_ROM[0]);
wire signed [11:0] XC1_prod1 = ($signed({1'b0, X[1]}) * C_col1_ROM[1]);
wire signed [11:0] XC1_prod2 = ($signed({1'b0, X[2]}) * C_col1_ROM[2]);
wire signed [11:0] XC1_prod3 = ($signed({1'b0, X[3]}) * C_col1_ROM[3]);
wire signed [11:0] XC2_prod0 = ($signed({1'b0, X[0]}) * C_col2_ROM[0]);
wire signed [11:0] XC2_prod1 = ($signed({1'b0, X[1]}) * C_col2_ROM[1]);
wire signed [11:0] XC2_prod2 = ($signed({1'b0, X[2]}) * C_col2_ROM[2]);
wire signed [11:0] XC2_prod3 = ($signed({1'b0, X[3]}) * C_col2_ROM[3]);
wire signed [11:0] XC3_prod0 = ($signed({1'b0, X[0]}) * C_col3_ROM[0]);
wire signed [11:0] XC3_prod1 = ($signed({1'b0, X[1]}) * C_col3_ROM[1]);
wire signed [11:0] XC3_prod2 = ($signed({1'b0, X[2]}) * C_col3_ROM[2]);
wire signed [11:0] XC3_prod3 = ($signed({1'b0, X[3]}) * C_col3_ROM[3]);
wire signed [13:0] XC_sum0 = XC0_prod0 + XC0_prod1 + XC0_prod2 + XC0_prod3;  
wire signed [13:0] XC_sum1 = XC1_prod0 + XC1_prod1 + XC1_prod2 + XC1_prod3;  
wire signed [13:0] XC_sum2 = XC2_prod0 + XC2_prod1 + XC2_prod2 + XC2_prod3;  
wire signed [13:0] XC_sum3 = XC3_prod0 + XC3_prod1 + XC3_prod2 + XC3_prod3;  
wire signed [12:0] XC_sum0_round_shift = (XC_sum0 + XC_sum0[0]) >>> 1;
wire signed [12:0] XC_sum1_round_shift = (XC_sum1 + XC_sum1[0]) >>> 1;
wire signed [12:0] XC_sum2_round_shift = (XC_sum2 + XC_sum2[0]) >>> 1;
wire signed [12:0] XC_sum3_round_shift = (XC_sum3 + XC_sum3[0]) >>> 1;
wire signed [18:0] XC0P0_prod = (XC[0] * $signed({1'b0, P[0]}));
wire signed [18:0] XC1P1_prod = (XC[1] * $signed({1'b0, P[1]}));
wire signed [18:0] XC2P2_prod = (XC[2] * $signed({1'b0, P[2]}));
wire signed [18:0] XC3P3_prod = (XC[3] * $signed({1'b0, P[3]}));
wire signed [20:0] XCP_sum = XC0P0_prod + XC1P1_prod + XC2P2_prod + XC3P3_prod;  
wire signed [12:0] XCP_sum_round_shift = (XCP_sum + XCP_sum[7]) >> 8;  
wire        [7:0]  XCP_sum_round_shift_clamp = (XCP_sum_round_shift <  13'sd0   ) ? 8'd0
                                             : (XCP_sum_round_shift >  13'sd255 ) ? 8'd255
                                             : XCP_sum_round_shift[7:0];
assign out = XCP;
always @* begin
    if (cycle_cnt == 3'd0) begin
        XCP_next = XCP_sum_round_shift_clamp;  
    end else begin
        XCP_next = XCP;  
    end
end
always @(*) begin
    X_next[0] = X[0]; X_next[1] = X[1]; X_next[2] = X[2]; X_next[3] = X[3];
    if (cycle_cnt == 3'd0) begin
        X[0] = X_in[ 7: 0];  
        X[1] = X_in[15: 8];  
        X[2] = X_in[23:16];  
    end else begin
    end
end
always @(*) begin
    P_next[0] = P[0]; P_next[1] = P[1]; P_next[2] = P[2]; P_next[3] = P[3];
    case (cycle_cnt)
        3'd0: begin
        end
        3'd1: begin  
            P_next[0] = P_in;
        end
        3'd2: begin  
            P_next[1] = P_in;
        end
        3'd3: begin  
            P_next[2] = P_in;
        end
        3'd4: begin  
            P_next[3] = P_in;
        end
        default: begin
            P_next[0] = 8'dx; P_next[1] = 8'dx; P_next[2] = 8'dx; P_next[3] = 8'dx;
        end
    endcase
end
always @(*) begin
    XC_next[0] = XC[0]; XC_next[1] = XC[1]; XC_next[2] = XC[2]; XC_next[3] = XC[3];
    case (cycle_cnt)
        3'd0: begin  
        end
        3'd1: begin  
            XC_next[0] = XC_sum0_round_shift;
        end
        3'd2: begin  
            XC_next[1] = XC_sum1_round_shift;
        end
        3'd3: begin  
            XC_next[2] = XC_sum2_round_shift;
        end
        3'd4: begin  
            XC_next[3] = XC_sum3_round_shift;
        end
        default: begin
            XC_next[0] = 13'dx; XC_next[1] = 13'dx; XC_next[2] = 13'dx; XC_next[3] = 13'dx;
        end
    endcase
end
always @(posedge clk) begin
    if (rst) begin
        X[0] <= 8'd0; X[1] <= 8'd0; X[2] <= 8'd0; X[3] <= 8'd255;
        P[0] <= 8'd0; P[1] <= 8'd0; P[2] <= 8'd0; P[3] <= 8'd0;
        XC[0] <= 13'd0; XC[1] <= 13'd0; XC[2] <= 13'd0; XC[3] <= 13'd0;
        XCP <= 8'd0;
    end else begin
        X[0] <= X_next[0]; X[1] <= X_next[1]; X[2] <= X_next[2]; X[3] <= X_next[3];
        P[0] <= P_next[0]; P[1] <= P_next[1]; P[2] <= P_next[2]; P[3] <= P_next[3];
        XC[0] <= XC_next[0]; XC[1] <= XC_next[1]; XC[2] <= XC_next[2]; XC[3] <= XC_next[3];
        XCP <= XCP_next;
    end
end
always @(posedge clk) begin
    if (rst) begin
        C_col0_ROM[0] <= 4'sb1111; C_col1_ROM[0] <= 4'sb0011; C_col2_ROM[0] <= 4'sb1101; C_col3_ROM[0] <= 4'sb0001;  
        C_col0_ROM[1] <= 4'sb0010; C_col1_ROM[1] <= 4'sb1011; C_col2_ROM[1] <= 4'sb0100; C_col3_ROM[1] <= 4'sb1111;  
        C_col0_ROM[2] <= 4'sb1111; C_col1_ROM[2] <= 4'sb0000; C_col2_ROM[2] <= 4'sb0001; C_col3_ROM[2] <= 4'sb0000;  
        C_col0_ROM[3] <= 4'sb0000; C_col1_ROM[3] <= 4'sb0010; C_col2_ROM[3] <= 4'sb0000; C_col3_ROM[3] <= 4'sb0000;  
    end else begin
    end
end
endmodule
==> flow/run.sh <==
#!/bin/bash
# OpenROAD 26Q1-2900-gdf79404cd8, Yosys 0.63+post, stock flow scripts
make -C /OpenROAD-flow-scripts/flow DESIGN_CONFIG=/design/flow/config.mk WORK_HOME=/design/flow/orfs finish
==> flow/config.mk <==
export PLATFORM = sky130hd
export DESIGN_NAME = Cubic_engine
export DESIGN_NICKNAME = Cubic_engine
export VERILOG_FILES = /design/flow/design.v
export SDC_FILE = /design/flow/constraint.sdc
export NUM_CORES = 4
export LEC_CHECK = 1
export CORE_AREA = 10 10 104 104
export DIE_AREA = 0 0 114 114
export SYNTH_HDL_FRONTEND = slang
==> flow/constraint.sdc <==
current_design Cubic_engine

set clk_period 7.1
set clk_io_pct 0.2

create_clock -name clk0 -period $clk_period [get_ports {clk}]

set non_clock_inputs [all_inputs -no_clocks]
set_input_delay [expr $clk_period * $clk_io_pct] -clock clk0 $non_clock_inputs
set_output_delay [expr $clk_period * $clk_io_pct] -clock clk0 [all_outputs]
==> flow_metrics.tcl <==
# collected from the flow reports
set metrics [dict create \
    mappedNetlistArea_um2 2250 \
    cts_tree "built" \
    ys_types 46 \
    synth.area.top_cells "ha_1 22%, dfxtp_1 15%, fa_1 12%" \
    hpwl_um 3780 \
    pin_count 45 \
    ys_seq_share 0.151 \
    ant_nets 0 \
    min_path_cells 2 \
    row_count 34 \
    irDropWorstVdd_uv 75.4 \
    cp_common_cell "fa_1" \
    endpoint_kind "register" \
    finalPower_mw 0.304 \
    fp_util 0.260 \
    min_path_type "reg2reg" \
    critPathKind "reg2reg" \
    powerDensity_nw_per_um2 116 \
    place.gp.congestion 0.851 \
    hold_start "P[0][9]$_SDFFE_PP0N_" \
    ctsHtreeMaxLevel 1 \
    cts_made_buffers 3 \
    post-route-period-util 0.740 \
    diodes 0 \
    r2r-start "XC[1][7]$_SDFFE_PP0N_" \
    grt_pass1_wl_um 8220 \
    dieWidth_um 114 \
    synth_flops 17 \
    leakage_nw 1.29 \
    clockBufferDepth 2 \
    ff_type "dfxtp_1" \
    ys_area_um2 2250 \
    grt-ovfl-total 0 \
    wl_per_cell_um 11.2 \
    grt_pass1_vias 1910 \
    worstRegToRegCells 14 \
    area_delta_synth_final_pct 16.5 \
    r2r_end "out[0]$_SDFFE_PP0N_" \
    viasPerCell 4.61 \
    grt_max_degree 18 \
    crit_path_max_incr_delay_ns 0.57 \
    finalSetupViolations 0 \
    nFillCells 931 \
    port_buffers 20 \
    post-route-util 0.303 \
    worst_ep_required_time_ns 7.20 \
    yosys_cells 260 \
    avgSynthCellArea_um2 8.67 \
    top_cell "ha_1" \
    cap_violations 0 \
    fp.dieH_um 114 \
    vias 1792 \
    postRouteWirelength_um 4370 \
    rsz0062_at_grt "no" \
    clock-root-buffer "clkbuf_8" \
    yosysTopAreaCell "ha_1" \
    drc 0 \
    crit_fanout 13 \
    hold_buffers 0 \
    ys.warnings.count 48 \
    grt_usage 0.0726 \
    whs_endpoint "P[0][9]$_SDFFE_PP0N_" \
    worst_slew_pin_slew_ns 0.696 \
    clock-sinks 17 \
    antenna_found_initial 0 \
    r2r_slack_ns 1.84 \
    critPathLaunchType "register" \
    clk_pin_slew_ns 0.07 \
    postCtsSetupBuffers 0 \
    synthArstFlopShare 0 \
    post-route-min-period_ns 5.26 \
    syn_inst 260 \
    drt_iter0_drc 86 \
    dr.pass1.iters 4 \
    drv_slew 0 \
    warnings 52 \
    die-area_um2 13000 \
    netlist_top_cells_count "39 x ha_1, 27 x nand2_1, 22 x inv_1" \
    core_area_um2 8680 \
    finalSetupTns_ns 0 \
    outcome "finished, final reports clean" \
    path_cells "and2_1 -> fa_1 -> fa_1 -> ha_1 -> fa_1 -> inv_1 -> fa_1 -> nand2b_1 -> a211oi_1 -> o21bai_1 -> a2111oi_0 -> o2111ai_1 -> a41oi_4 -> a211oi_1" \
    synth-edff-count 0 \
    cts_resized 0 \
    cp.arrival_ns 5.36 \
    insertion_delay_ns 0.25 \
    final.setup_skew_ns 0.00121 \
    hold_viol_final 0 \
    slowest_stage "fa_1" \
    max_slew_margin 0.522 \
    yosys.area.top_type_share 0.216 \
    final_layout_size_suffix_gt1_frac 0.0605 \
    max_freq_ghz 0.190 \
]
[power breakdown]
part / switching, mW / total (mW) / internal, mW
Clock: 0.0334 / 0.0732 / 0.0398
Combinational: 0.0675 / 0.125 / 0.0577
Sequential: 0.00463 / 0.106 / 0.101
Total: 0.105 / 0.304 / 0.199
[final cells by class]
type	count	area, um^2	share of cell area
multi-input cells	217	1820	0.691
flip-flops and latches	17	340	0.130
clock buffers	4	45.0	0.0171
inverters	22	82.6	0.0314
repair buffers	21	208	0.0790
well taps	108	135	0.0514
[worst max-delay path by stage]
stage                startpoint                   to  cells after the start
6_report  XC[1][7]$_SDFFE_PP0N_  out[0]$_SDFFE_PP0N_                     14
4_1_cts   XC[1][7]$_SDFFE_PP0N_  out[0]$_SDFFE_PP0N_                     14
5_1_grt   XC[1][7]$_SDFFE_PP0N_  out[3]$_SDFFE_PP0N_                     14
[worst max-delay path: cells and delay by family, from the launching register on]
kind                       cells  cell delay [ns]
buffers and inverters          1             0.06
adders and majority gates      5             2.34
and+or+nand+nor                2             0.47
AOI/OAI and AO/OA              6             1.71
DFF                            1             0.52
[routing by layer]
layer  vias to the layer above  global-route usage  share of wire
met5                         -                   0              0
met4                         0             0.00334         0.0044
met3                         2              0.0117          0.024
met2                        17               0.122           0.45
met1                       817               0.101           0.52
li1                        956                   -              -
[cells in the final DEF (no fill, tap or decap), types with 2 or more instances in the layout]
master	synthesis	final
xor2_1	8	8
a211oi_2	2	2
o2111ai_1	2	2
nor2b_1	4	4
or2_2	2	2
ha_1	39	39
a21o_1	4	4
and3_1	6	6
clkdlybuf4s50_1	0	20
o21bai_1	2	2
and2_1	8	8
nand3_1	4	4
inv_1	22	22
fa_1	14	14
nand4_1	2	2
o31ai_1	2	2
a21oi_1	18	18
clkbuf_8	0	3
nor2_1	21	21
o21ai_0	5	5
o21a_1	2	2
a2111oi_0	2	2
xnor2_1	11	11
nor3_1	3	3
nand2_1	27	27
nand2b_1	3	3
dfxtp_1	17	17
a211oi_1	8	8
[through the flow]
step	setup WS, ns	std cells	area [um^2]	hold WS [ns]
6_report	1.84	389	2630	0.445
5_1_grt	1.38	389	2630	0.474
4_1_cts	1.76	389	2630	0.450
3_5_place_dp	1.80	385	2580	0.441
3_3_place_gp	1.80	385	2580	0.437
2_1_floorplan	2.18	260	2250	0.427
[flip-flops by register name (all words and copies together), names as in the netlist]
signal,flops
XC,1
P,8
out,8
[cell families after synthesis]
family,count (synthesis),synth area share
compound gates,54,0.176
xor+xnor,19,0.0738
fa+ha+maj,53,0.341
buf+inv,26,0.0433
flops,17,0.151
mux,2,0.00943
simple gates,89,0.206
