[/design/flow/config.mk]
export PLATFORM = sky130hd
export DESIGN_NAME = SnS_divider
export DESIGN_NICKNAME = SnS_divider
export VERILOG_FILES = /design/flow/design.v
export SDC_FILE = /design/flow/constraint.sdc
export NUM_CORES = 4
export LEC_CHECK = 1
export CORE_AREA = 10 10 85 85
export DIE_AREA = 0 0 95 95
export SYNTH_HDL_FRONTEND = slang
[/design/flow/constraint.sdc]
current_design SnS_divider

set clk_period 6.5
set clk_io_pct 0.2

create_clock -name clk0 -period $clk_period [get_ports {clk}]

set non_clock_inputs [all_inputs -no_clocks]
set_input_delay [expr $clk_period * $clk_io_pct] -clock clk0 $non_clock_inputs
set_output_delay [expr $clk_period * $clk_io_pct] -clock clk0 [all_outputs]
[/design/flow/design.v]
`timescale 1ns/10ps
module SnS_divider (
    input clk,
    input rst,
    input [2:0] cycle_cnt,
    input [6:0] divider,
    input [6:0] dividend,
    output [7:0] frac_val  
);
reg [7:0] remainder;
reg [7:0] qoutient;
wire [7:0] remainder_shift = (cycle_cnt == 3'd7) ? {dividend, 1'b0} : (remainder << 1);
wire       isGE            = (remainder_shift >= {1'b0, divider});
wire [7:0] remainder_next  = isGE ? (remainder_shift - {1'b0, divider})
                                  : remainder_shift;
wire [7:0] qoutient_next   = {qoutient[6:0], isGE};
assign frac_val = qoutient;
always @(posedge clk) begin
    if (rst) begin
        remainder  <= dividend;
        qoutient   <= 8'd0;    
    end else begin
        remainder  <= remainder_next; 
        qoutient   <= qoutient_next;
    end
end
endmodule
[/design/flow/run.sh]
#!/bin/bash
# OpenROAD 26Q1-2900-gdf79404cd8, Yosys 0.63+post, stock flow scripts
make -C /OpenROAD-flow-scripts/flow DESIGN_CONFIG=/design/flow/config.mk WORK_HOME=/design/flow/orfs finish
==> impl_report.txt <==
RUN METRICS
----------------------------------------------------
[Floorplanning]
  IO Pins ........................ 27
  Vert. Die Dim ........................ between 90 and 100 um
  Placeable core region ........................ 5470 sq um
  Die area ........................ ~9000 sq um
  Core Rows ........................ 27
  Horiz. Die Dim ........................ 95 um
  Initial core utilization ........................ 18.4%

[Yosys]
  Library cell with the largest summed area after synthesis ........................ sky130_fd_sc_hd__dfxtp_1
  Post-synthesis compound-gate area fraction ........................ ~28%
  Prevailing logic family in the synthesized netlist ........................ AND-OR/OR-AND gates
  Post-synthesis mux area share ........................ a little under 9%
  Prevailing post-synth register cell ........................ sky130_fd_sc_hd__dfxtp_1
  Cell area after technology mapping ........................ between 1000 and 1500 sq um
  Yosys top cell area share ........................ between 20% and 30%
  Post-synthesis xor/xnor area fraction ........................ 0.871%
  Yosys cell count ........................ between 100 and 150
  EDFF count, synth ........................ 0
  Mapped Cells ........................ between 100 and 150
  Simple logic cell fraction of the synthesized area ........................ 16.7%
  Post-synth area from yosys stat ........................ 1010 sq um
  Number of storage elements in the synthesis netlist ........................ 15
  Cell area leaders ........................ sky130_fd_sc_hd__dfxtp_1 30%, sky130_fd_sc_hd__ha_1 8.7%, sky130_fd_sc_hd__mux2_2 5.6%, sky130_fd_sc_hd__nor2b_1 5.0%, sky130_fd_sc_hd__inv_1 4.5%
  Number of distinct library cells after synthesis ........................ slightly above 40
  Sequential element share of the synthesized area ........................ 29.9%
  Average size of a mapped cell ........................ between 9 and 10 sq um
  Post-synth ARST share ........................ 0%
  Warnings from Yosys ........................ 0
  Area share of fa/ha/maj cells after synthesis ........................ between 10% and 20%

[Timing]
  Final setup slack of the worst path ........................ 2860 ps
  Upper clock frequency limit ........................ between 200 and 300 MHz
  Number of max-slew violations in the final report ........................ 0
  Setup Total Neg Slack ........................ 0 ps
  Worst-case clock skew ........................ roughly 2.0 ps
  Minimum clock period ........................ roughly 3600 ps
  Final period utilization ........................ a little under three fifths
  Endpoints failing hold ........................ 0
  Worst Tran Pin Value ........................ about 440 ps
  Setup violators final ........................ 0
  RSZ-0062 raised after global routing ........................ false
  Worst slew margin ........................ between 70% and 80%

[Setup path]
  Worst setup path class ........................ input port to flip-flop
  Critical Path End Type ........................ flip-flop
  Reg2Reg Setup Slack ........................ about 4400 ps
  Arrival time at the worst endpoint ........................ 3770 ps
  Critical path, cell by cell ........................ clkdlybuf4s50_1 -> nand3_4 -> mux2_2 -> ha_1 -> o21ai_1 -> a21oi_4 -> o31ai_4 -> a2111oi_4 -> a311o_1
  Delay of the slowest critical-path stage ........................ ~500 ps
  Startpoint types ........................ input port
  Peak fanout along the critical path ........................ 7
  Data required time of the critical path ........................ 6630 ps
  Max stage delay cell, worst path ........................ sky130_fd_sc_hd__clkdlybuf4s50_1

[Clocking]
  Number of buffers created by CTS ........................ 3
  Max Buffers Root-to-Sink ........................ 2
  Clock latency on the worst-skew pair ........................ between 200 and 250 ps
  Cts repair resizes ........................ 0
  TritonCTS clock tree ........................ done
  Clock transition time at the flip-flop clock pins of the worst setup and hold paths ........................ 60 ps
  Setup repair bufs after CTS ........................ 0
  Clock sinks ........................ 15
  Maximum level of the CTS H-tree ........................ 1
  CTS Root Cell ........................ sky130_fd_sc_hd__clkbuf_8
  Hold bufs inserted after CTS ........................ 0

[Power and ir drop]
  Static Leak ........................ roughly 0.54 nW
  Power density of the placed cells ........................ 268 nW/um^2
  Maximum resistive drop on vdd ........................ roughly 0.084 mV

[Placement]
  Half-perimeter wire length after detailed placement ........................ around 2000 um
  Gpl congestion ........................ just over 0.8
  Post-placement setup slack ........................ roughly 2600 ps
  Number of port buffers ........................ 26

[Routing]
  Drt wl/cell ........................ 11.8 um
  Iteration-0 DRC Markers ........................ 53
  Mean number of vias per cell ........................ around 4
  Antenna diodes ........................ 0
  Number of nets with antenna violations after routing ........................ 0
  First drt pass iteration count ........................ 4
  Total via count in the routed design ........................ between 800 and 900
  DRC ........................ 0
  Total detailed-routing wirelength ........................ around 2400 um

[Hold path]
  HP Class ........................ flip-flop to flip-flop

[Global routing]
  Grt total ovfl ........................ 0
  Met3 track demand over resource in global routing ........................ around 1.8%
  First-pass GRT wire length ........................ between 3000 and 4000 um
  Met1 usage in global routing ........................ ~7.6%
  GRT Total Usage ........................ roughly 5.4%
  Largest net degree at the start of global routing ........................ 23
  Initial antenna violation count ........................ 0
  GRT Max-Usage Layer ........................ met1
  Via count of the first global-routing pass ........................ 792
  Met2 Usage GRT ........................ 7.55%

[Run]
  Total number of warnings across the stage logs ........................ 26
  # Max-Cap Violations ........................ 0

[Layout]
  Top cell excl fill/tap ........................ sky130_fd_sc_hd__clkdlybuf4s50_1
  Count of filler cells inserted in the layout ........................ 598
  Share of cells above drive strength 1 ........................ between 15 and 20%
  Commonest cells after routing, fill and taps aside ........................ 26 x sky130_fd_sc_hd__clkdlybuf4s50_1, 15 x sky130_fd_sc_hd__dfxtp_1, 12 x sky130_fd_sc_hd__inv_1
  Area overhead of the layout relative to synthesis ........................ 39.3%

[Run status]
  Result of the run ........................ complete, no violations

----------------------------------------------------
-- worst max-delay path, delay by kind of cell --
kind | cells | cell delay (ps)
AND-OR/OR-AND | 5 | 1120
AND/OR/NAND/NOR | 1 | 160
multiplexers | 1 | 340
adder cells (fa/ha/maj) | 1 | 350
buffers and inverters | 1 | 500
-- cells in the mapped netlist (all sizes together) (2+ instances only) --
cell type / instances
o31a: 2
mux2i: 2
nor2b: 8
nor4: 2
o31ai: 2
nand3: 2
dfxtp: 15
ha: 7
clkbuf: 2
mux2: 5
a2bb2oi: 2
a31oi: 4
nor2: 7
o21ai: 6
o21a: 3
a21oi: 2
inv: 12
nand2: 6
-- cell families (layout without fill, tap and decap cells) --
logic type | after synthesis | count (layout)
adders and majority gates | 8 | 8
and+or+nand+nor | 29 | 29
muxes | 7 | 7
buffers and inverters | 14 | 43
DFF | 15 | 15
xor gates and xnor gates | 1 | 1
AOI/OAI and AO/OA | 30 | 30
-- final timing paths --
check            endpoint  cells past startpoint    startpoint
max          remainder[4]                      9  cycle_cnt[1]
min           frac_val[5]                      1   frac_val[4]
max reg2reg  remainder[4]                      7  remainder[2]
min reg2reg   frac_val[5]                      1   frac_val[4]
-- layer usage --
| metal | vias up | part of all wire (%) |
|---|---|---|
| met5 | - | 0 |
| met4 | 0 | 1.7 |
| met3 | 4 | 6.7 |
| met2 | 21 | 41 |
| met1 | 357 | 50 |
| li1 | 435 | - |
-- power by group --
group	switching (mW)	internal, mW	total [mW]	leakage, nW
Combinational	0.0984	0.0897	0.188	0.389
Clock	0.0303	0.0433	0.0736	0.0228
Sequential	0.00561	0.108	0.114	0.124
-- metrics by stage --
stage                     power, mW  hold slack, ps  cell area, sq um  util [%]  instances
after floorplan               0.256             414              1010         -        104
after global routing          0.407             476              1400      25.6        205
final                         0.376             461              1400      25.6        205
after CTS                     0.382             463              1400      25.6        205
after detailed placement      0.304             453              1360      24.8        201
after global placement        0.306             445              1360      24.8        201
-- state kept, by name, indices dropped and copies added, names as in the netlist --
register	count
remainder	7
frac_val	8
-- area by class of cell --
class	count	area (sq um)	area share, %
repair buffers	27	268	19.1
inverters	12	45.0	3.21
multi-input cells	75	653	46.6
clock buffers	4	45.0	3.21
flip-flops and latches	15	300	21.4
well taps	72	90.1	6.43
Power figures rest on the tool's default switching activity, not on a simulated workload.
